$ cat flow/constraint.sdc
current_design ALU

set clk_period 20.7
set clk_io_pct 0.2

create_clock -name clk0 -period $clk_period

set non_clock_inputs [all_inputs -no_clocks]
set_input_delay [expr $clk_period * $clk_io_pct] -clock clk0 $non_clock_inputs
set_output_delay [expr $clk_period * $clk_io_pct] -clock clk0 [all_outputs]
$ cat flow/config.mk
export PLATFORM = sky130hd
export DESIGN_NAME = ALU
export DESIGN_NICKNAME = ALU
export VERILOG_FILES = /design/flow/design.v
export SDC_FILE = /design/flow/constraint.sdc
export NUM_CORES = 4
export LEC_CHECK = 1
export CORE_UTILIZATION = 40
$ cat flow/run.sh
#!/bin/bash
# OpenROAD 26Q1-2900-gdf79404cd8, Yosys 0.63+post, stock flow scripts
make -C /OpenROAD-flow-scripts/flow DESIGN_CONFIG=/design/flow/config.mk WORK_HOME=/design/flow/orfs finish
$ cat flow/design.v
`timescale 1ns/1ps
module ALU(A,B,Result,ALUControl,OverFlow,Carry,Zero,Negative);
    input [31:0]A,B;
    input [2:0]ALUControl;
    output Carry,OverFlow,Zero,Negative;
    output [31:0]Result;
    wire Cout;
    wire [31:0]Sum;
    assign Sum = (ALUControl[0] == 1'b0) ? A + B :
                                          (A + ((~B)+1)) ;
    assign {Cout,Result} = (ALUControl == 3'b000) ? Sum :
                           (ALUControl == 3'b001) ? Sum :
                           (ALUControl == 3'b010) ? A & B :
                           (ALUControl == 3'b011) ? A | B :
                           (ALUControl == 3'b101) ? {{32{1'b0}},(Sum[31])} :
                           {33{1'b0}};
    assign OverFlow = ((Sum[31] ^ A[31]) & 
                      (~(ALUControl[0] ^ B[31] ^ A[31])) &
                      (~ALUControl[1]));
    assign Carry = ((~ALUControl[1]) & Cout);
    assign Zero = &(~Result);
    assign Negative = Result[31];
endmodule
==> impl_summary.log <==
[flow] collecting metrics
INFO  metric final_worst_path_period_need = 13150 ps
INFO  metric max_slew_margin = 41.2%
INFO  metric floorplan.io_pins = 103
INFO  metric avgSynthCellArea = 6.38 sq um
INFO  metric warnings = 95
INFO  metric initialDrtViolationCount = 380
INFO  metric worstSetupStartpointType = primary input
INFO  metric grt_antenna_before_repair = 0
INFO  metric placement.io_buffers = 102
INFO  metric post_synth_xor_area_fraction = 3.38%
INFO  metric antenna_violating_nets_post_route = 0
INFO  metric fmaxAchievable = 76.0 MHz
INFO  metric cpMaxStageDelayCell = sky130_fd_sc_hd__a2111oi_0
INFO  metric syn-instance-count = 813
INFO  metric warnings_from_yosys = 0
INFO  metric drive_above_1_share = 2.74%
INFO  metric std_cell_rows = 41
INFO  metric grt_start_max_net_pins = 58
INFO  metric mappedNetlistArea = 0.00518 sq mm
INFO  metric powerDensity = 28.4 mW/mm^2
INFO  metric ys_sh_simple = 23.5%
INFO  metric vias = 6299
INFO  metric layout_overhead_on_the_synthesized_area = 21.1%
INFO  metric vdd_drop_max = 12.4 uV
INFO  metric worst-path-max-fanout = 5
INFO  metric ys_sh_aoi = 35.3%
INFO  metric final-seq-area = 0 sq um
INFO  metric worstHoldPathType = in -> out
INFO  metric worst_path_dominant_cell_family = AND-OR/OR-AND gates
INFO  metric setup.worst_path.class = in -> out
INFO  metric timing.final.crit_share = 63.5%
INFO  metric coreArea = 0.0126 sq mm
INFO  metric max_cap_violations = 0
INFO  metric sequential_cell_total = 0
INFO  metric drt-total-wl = 20700 microns
INFO  metric timing.final.setup_violations = 0
INFO  metric antenna-diode-count = 0
INFO  metric worst_ep_arrival_time = 9010 ps
INFO  metric timing_max_transition_violations_final = 0
INFO  metric run_status = complete, no violations
INFO  metric grt_overflow_total = 0
INFO  metric via_count_of_the_first_global_routing_pass = 6032
INFO  metric cts_resized = 0
INFO  metric cells_along_the_critical_path = clkdlybuf4s50_1 > inv_1 > ha_1 > o21bai_1 > o211ai_1 > a31oi_1 > a211oi_1 > buf_4 > o211ai_1 > nand2_1 > nand3_1 > xnor2_1 > a2111oi_0 > nand2b_1 > nor4_2 > clkdlybuf4s50_1
INFO  metric cp_num_buf_inv = 4
INFO  metric final.setup.tns = 0 ps
INFO  metric detail_route.drc_violations = 0
INFO  metric synth_sequential_area_ratio = 0%
INFO  metric adder_share = 23.7%
INFO  metric detail_route.first_pass.iterations = 5
INFO  metric tightestPinTransition = 859 ps
INFO  metric crit_path_end_kind = output port
INFO  metric stdcell_area = 0.00628 sq mm
INFO  metric hold_buffers = 0
INFO  metric leakage = 2.78 nW
INFO  metric top_logic_kind = AND-OR/OR-AND gates
INFO  metric hold_violations = 0
INFO  metric wire_length_of_the_first_global_routing_pass = 32500 microns
INFO  metric grt_usage = 31.9%
INFO  metric wl_per_cell = 19.7 microns
INFO  metric cts_setup_buffers = 0
INFO  metric grt_setup_unrepaired = no
INFO  metric design.die.area = 0.0134 sq mm
INFO  metric synth_cell_type_count = 74
INFO  metric initial_core_util = 41.1%
INFO  metric top_cell_area_share = 22.9%
INFO  metric gp_congestion = 0.992
INFO  metric hpwl = 16700 microns
INFO  metric synth.mux.area_fraction = 2.82%
INFO  metric detailed_place.area = 0.00628 sq mm
INFO  metric yosys-stat-area = 0.00518 sq mm
INFO  metric post_drt_via_cell_ratio = 6.00
INFO  metric die-height = 116 microns
INFO  metric ys_cells = 813
INFO  metric clockBufferCount = 0
INFO  metric slowest_stage_delay_on_critical_path = 840 ps
INFO  metric floorplan.die.width = 116 microns
INFO  metric cp_data_required_time = 16560 ps
INFO  metric synth_area_leader_cell = sky130_fd_sc_hd__ha_1
INFO  metric top_cells_by_area = sky130_fd_sc_hd__ha_1, sky130_fd_sc_hd__a21oi_1, sky130_fd_sc_hd__inv_1
==> metal layers <==
| metal | routed length, microns | track usage (%) | up-vias |
|---|---|---|---|
| li1 | - | - | 3040 |
| met1 | 8630 | 41.0 | 2945 |
| met2 | 10000 | 56.3 | 257 |
| met3 | 1050 | 1.81 | 57 |
| met4 | 962 | 11.5 | 0 |
| met5 | 0 | 0 | - |
==> where the power goes <==
| part | internal [mW] | switching, mW | total (mW) | leakage, nW |
|---|---|---|---|---|
| clock | 0 | 0 | 0 | 0 |
| combinational | 0.0739 | 0.104 | 0.178 | 2.78 |
| sequential | 0 | 0 | 0 | 0 |
==> synth_stat cells, drive strengths merged, types with 2 or more instances <==
cell type / instances
a211oi: 18
o21bai: 7
a211o: 6
o21ai: 55
o2111ai: 4
a31oi: 10
or4: 6
o32ai: 3
a2111oi: 3
nor3: 28
o31ai: 7
o41ai: 3
a41o: 3
nand2: 54
nor2b: 12
nand2b: 14
mux2i: 10
nand4: 14
fa: 2
and2: 3
xnor2: 17
nor4: 11
o22ai: 7
o21a: 9
o211ai: 16
a41oi: 3
nand3: 16
xor2: 3
or3: 3
ha: 95
a22oi: 4
o311ai: 9
inv: 100
and3: 2
a21o: 10
or2: 3
a311oi: 3
clkbuf: 31
nor2: 81
mux2: 3
buf: 16
a21oi: 93
==> area by class of cell <==
class                      instances  area, sq um
fill                            1313         6340
inverter                         100          375
multi-input combinational        666         4600
tap                              172          215
timing repair buffer             111         1080
==> placed cells by master (no fill, tap or decap), types with 4 or more instances in the layout <==
| master | n |
|---|---|
| sky130_fd_sc_hd__a211o_1 | 6 |
| sky130_fd_sc_hd__xnor2_1 | 17 |
| sky130_fd_sc_hd__nand2b_1 | 14 |
| sky130_fd_sc_hd__o311ai_0 | 5 |
| sky130_fd_sc_hd__mux2i_1 | 9 |
| sky130_fd_sc_hd__or4_1 | 6 |
| sky130_fd_sc_hd__buf_4 | 9 |
| sky130_fd_sc_hd__nor2b_1 | 12 |
| sky130_fd_sc_hd__a21o_1 | 9 |
| sky130_fd_sc_hd__o21a_1 | 9 |
| sky130_fd_sc_hd__nor3_1 | 28 |
| sky130_fd_sc_hd__o21bai_1 | 7 |
| sky130_fd_sc_hd__o21ai_1 | 10 |
| sky130_fd_sc_hd__inv_1 | 97 |
| sky130_fd_sc_hd__o2111ai_1 | 4 |
| sky130_fd_sc_hd__a22oi_1 | 4 |
| sky130_fd_sc_hd__nand2_1 | 54 |
| sky130_fd_sc_hd__a211oi_1 | 16 |
| sky130_fd_sc_hd__o22ai_1 | 7 |
| sky130_fd_sc_hd__clkdlybuf4s50_1 | 101 |
| sky130_fd_sc_hd__nand3_1 | 16 |
| sky130_fd_sc_hd__nor4_1 | 10 |
| sky130_fd_sc_hd__nand4_1 | 14 |
| sky130_fd_sc_hd__nor2_1 | 81 |
| sky130_fd_sc_hd__o21ai_0 | 45 |
| sky130_fd_sc_hd__o31ai_1 | 7 |
| sky130_fd_sc_hd__ha_1 | 95 |
| sky130_fd_sc_hd__o211ai_1 | 16 |
| sky130_fd_sc_hd__a21oi_1 | 92 |
| sky130_fd_sc_hd__a31oi_1 | 10 |
==> cells by family (layout without fill, tap and decap cells) <==
family          count (synthesis)  after routing
compound gates                283            283
simple gates                  252            252
buf+inv                       147            211
fa+ha+maj                      97             97
xor+xnor                       20             20
mux                            13             13
other cells                     1              1
==> stage by stage <==
| stage | hold WS [ps] | utilization [%] | setup slack (ps) | instances | total power, mW |
|---|---|---|---|---|---|
| floorplan | 8420 | - | 9430 | 813 | 0.107 |
| global placement | 9360 | 49.7 | 7610 | 1049 | 0.175 |
| detailed placement | 9350 | 49.7 | 7630 | 1049 | 0.175 |
| CTS | 9360 | 49.7 | 7630 | 1049 | 0.176 |
| global route | 9440 | 49.7 | 7270 | 1049 | 0.195 |
| finish | 9360 | 49.7 | 7550 | 1049 | 0.178 |
==> worst paths after layout <==
check	start	end	slack, ps	cells past startpoint
setup / recovery	A[1]	Zero	7550	16
hold / removal	ALUControl[0]	Result[5]	9360	4
Power is estimated from default activity; no workload was simulated.
