## ./config.mk

```make
export PLATFORM = sky130hd
export DESIGN_NAME = Register_File
export DESIGN_NICKNAME = Register_File
export VERILOG_FILES = /design/flow/design.v
export SDC_FILE = /design/flow/constraint.sdc
export NUM_CORES = 4
export LEC_CHECK = 1
export CORE_UTILIZATION = 50
```

## ./run.sh

```bash
#!/bin/bash
# OpenROAD 26Q1-2900-gdf79404cd8, Yosys 0.63+post, stock flow scripts
make -C /OpenROAD-flow-scripts/flow DESIGN_CONFIG=/design/flow/config.mk WORK_HOME=/design/flow/orfs finish
```

## ./constraint.sdc

```tcl
current_design Register_File

set clk_period 5.4
set clk_io_pct 0.2

create_clock -name clk0 -period $clk_period [get_ports {clk}]

set non_clock_inputs [all_inputs -no_clocks]
set_input_delay [expr $clk_period * $clk_io_pct] -clock clk0 $non_clock_inputs
set_output_delay [expr $clk_period * $clk_io_pct] -clock clk0 [all_outputs]
```

## ./design.v

```verilog
`timescale 1ns/1ps
module Register_File(clk,rst,WE3,WD3,A1,A2,A3,RD1,RD2);
    input clk,rst,WE3;
    input [4:0]A1,A2,A3;
    input [31:0]WD3;
    output [31:0]RD1,RD2;
    reg [31:0] Register [31:0];
    always @ (posedge clk)
    begin
        if(WE3 & (A3 != 5'h00))
            Register[A3] <= WD3;
    end
    assign RD1 = (rst==1'b0) ? 32'd0 : Register[A1];
    assign RD2 = (rst==1'b0) ? 32'd0 : Register[A2];
    initial begin
        Register[0] = 32'h00000000;
    end
endmodule
```

==> notes.md <==
fresh numbers from the pnr run: main area contributors edfxtp_1 (65%), mux4_2 (21%), mux2_2 (3.1%), mux2i_1 (2.7%), o221ai_1 (1.2%), Yosys chip area approximately 0.047 mm², GP Congestion about 0.91, Mapped Area 0.04723 mm², Crit Path Category in2out, Post-synth EDFFs a little over 1,000, HPWL after DPL between 80,000 and 90,000 µm, Total Wirelength about 150,000 µm, Cells after Synth between 2,000 and 2,500, Synth-to-Final Area Change 16.64%, drt drc 0, cts bufs inserted 109, largest net degree at the start of global routing between 60 and 70, Max Root-Sink Buffers 3, clk root buf clkbuf_16, Largest stage delay, worst path around 0.63 ns, first-pass GRT wire length between 200,000 and 250,000 µm, 1st-iter DRT viols 1,527, critical path, cell by cell buf_2 > or2_2 > o221ai_1 > a31oi_1 > clkdlybuf4s50_1, ys cells around 2,300, DR pass1 iterations 5, Biggest register Register, Finished Layout Cells around 3,900, initial antenna violation count 3, Seq share, synth about two thirds, worst rel slew slack 32.61%, wire per inst around 38 µm, max reg flops 1,024, final setup vio count 0, die area 0.09570 mm², number of cell rows about 110, Overflow after GRT 0, CTS tree yes, Core Region just over 0.09 mm², top-count cell post-synth edfxtp_1, Routed Antenna Nets 0, Port Buffers approximately 110, vias in the first global route 30,200, Lkg Pwr 0.01745 µW, tool warnings 26, crit end category output port, period utilization 91.10%, Fin Setup TNS 0 ns, setup repair after global routing missed its margin no, Flops after synth ~1,000, Max-area cell share ~65%, # IOs 114, share of layout cells above drive strength 1 between 30 and 40%, largest delay contributor family on the critical path buffers and inverters, Hold Crit Class in2reg, slowest CP cell clkdlybuf4s50_1, Unique masters post-synth 30, Critical Path Fanout Max 14, # hold bufs at CTS 0, placed cell count about 3,700, final tally of max-slew violations 0, clock sinks 1,024, CTS resizes 0, crit path launch type input port, die height approximately 310 µm, buffer-and-inverter tally for the worst setup path 2, Tot GR Track Use between 30% and 40%, Min Clock Period, post-route just under 5 ns, Max-Cap Viols 0, crit path DRT about 4.3 ns, CP Data Arrival Time between 3 and 4 ns, DR vias 26,920, FILL cells approximately 6,500, Worst VDD drop 0.2880 mV, Dominant flop cell edfxtp_1, Slew @ Worst Pin ~1 ns, Hold Vio Cnt, Final 0, Mean Syn Cell Area approximately 20 µm², top cell type by total area after synthesis edfxtp_1, Reg clk slew, reported paths roughly 0.060 ns, biggest registers after layout Register x1024, post-synthesis async set-or-reset flop share 0%, Power Dens Cells ~330 mW/mm², Syn. warnings 1, vias per cell just under 7, post-CTS setup repair buffer count 0, top cells by count, synth edfxtp_1 (1,024), mux4_2 (448), mux2_2 (128), mux2i_1 (128), clkbuf_1 (98), f_max about 0.20 GHz, die width roughly 310 µm, initial core utilization between 50 and 60%, Max H-tree Level 3, status complete, no violations
==> cells in the final DEF, fill, tap and decap left out, types with 6 or more instances in the layout <==
master / count
a221oi_1: 52
a22oi_1: 64
a31oi_1: 64
buf_12: 50
buf_4: 136
bufinv_16: 19
clkbuf_1: 19
clkbuf_16: 112
clkdlybuf4s50_1: 102
clkinv_1: 14
clkinv_2: 26
clkinv_4: 6
clkinvlp_4: 6
conb_1: 32
edfxtp_1: 1024
mux2_2: 128
mux2i_1: 128
mux4_2: 448
nand2_1: 25
nor2_4: 33
o2111ai_1: 12
o21ai_0: 36
o21ai_1: 16
o221ai_1: 64
==> per-stage QoR <==
stage	utilization [%]	power [µW]	instance area, µm²	setup WS (ns)	hold WS, ns
2_1_floorplan	-	9962	47350	1.782	1.179
3_3_place_gp	54.91	10680	51330	0.5523	1.872
3_5_place_dp	54.91	10700	51330	0.5330	1.907
4_1_cts	58.94	18490	55090	0.5140	1.162
5_1_grt	58.94	18890	55090	0.3401	1.208
6_report	58.94	18390	55090	0.4809	1.184
==> routing by layer <==
layer  wire (µm)  vias to the layer above  global-route usage, %
met2       68130                     2201                  49.22
li1            -                    10730                      -
met3       28530                      345                  29.39
met4        5839                       12                  10.42
met1       45370                    13620                  45.89
met5         238                        -                  3.438
==> final timing paths <==
path	from	endpoint	slack [ns]	depth (start not counted)
worst max-delay path	A1[3]	RD1[7]	0.48	5
worst min-delay path	WD3[0]	Register[25][0]	1.18	1
==> where the power goes <==
group          total, µW  internal (µW)  switching [µW]
Sequential          8910           8860            47.8
Clock               7850           4700            3150
Combinational       1630            736             898
Total              18400          14300            4090
==> cell families after synthesis <==
logic type	share of synthesized area, %
AND-OR/OR-AND	4.789
buffers and inverters	2.175
flip-flops	65.10
multiplexers	27.13
other	0.007939
AND/OR/NAND/NOR	0.8026
==> cell type report <==
type	instances	area (µm²)	area share [%]
repair buffers	298	3139	5.698
clock buffers	131	2874	5.217
multi-input cells	1128	15860	28.79
clock inverters	74	888.4	1.612
well taps	1254	1569	2.848
diodes	1	2.502	0.004542
inverters	2	11.26	0.02044
flip-flops and latches	1024	30750	55.81
Power is estimated from default activity; no workload was simulated.
